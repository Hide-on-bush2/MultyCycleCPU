File: flow/design.v
module RegisterFile(
    input CLK, RegDst, RegWre, DBDataSrc,
    input [4:0] rs, rt, rd,
    input [31:0] dataFromALU, dataFromRW,
    output [31:0] Data1, Data2,
    output reg [31:0] writeData
);
wire [4:0] writeReg; 
assign writeReg = RegDst ? rd : rt;
always @(negedge CLK) begin
    writeData = DBDataSrc ? dataFromRW : dataFromALU;
end
reg [31:0] register[0:31];
integer i;
initial begin
    for(i = 0;i < 32;i++) 
        register[i] <= 0;
end
assign Data1 = register[rs];
assign Data2 = register[rt];
always @ (negedge CLK) begin
    if(RegWre && writeReg)
        register[writeReg] <= writeData; 
end
endmodule 
File: flow/run.sh
#!/bin/bash
# OpenROAD 26Q1-2900-gdf79404cd8, Yosys 0.63+post, stock flow scripts
make -C /OpenROAD-flow-scripts/flow DESIGN_CONFIG=/design/flow/config.mk WORK_HOME=/design/flow/orfs finish
File: flow/config.mk
export PLATFORM = sky130hd
export DESIGN_NAME = RegisterFile
export DESIGN_NICKNAME = RegisterFile
export VERILOG_FILES = /design/flow/design.v
export SDC_FILE = /design/flow/constraint.sdc
export NUM_CORES = 4
export LEC_CHECK = 1
export CORE_UTILIZATION = 30
File: flow/constraint.sdc
current_design RegisterFile

set clk_period 6.2
set clk_io_pct 0.2

create_clock -name clk0 -period $clk_period [get_ports {CLK}]

set non_clock_inputs [all_inputs -no_clocks]
set_input_delay [expr $clk_period * $clk_io_pct] -clock clk0 $non_clock_inputs
set_output_delay [expr $clk_period * $clk_io_pct] -clock clk0 [all_outputs]
==> impl_metrics.csv <==
group,metric,value,unit
final_timing,fin_ws,-0.398,ns
logic_synthesis,yosys_warnings,1,
clocking,cts-root-buf,"clkbuf_16",
pwr,vdd_ir_drop_max,0.246,mV
routing,drt-total-wl,162000,um
logic_synthesis,ys_area,50000,um^2
placement,dp_hpwl,104000,um
setup_path,cp_slowest_cell,"edfxtp_1",
placement,gp_congestion,0.950,
routing,via_per_inst,4.99,
floorplanning,ios,179,
logic_synthesis,synth.avg_cell_area,14.4,um^2
routing,first_pass_iters,26,
logic_synthesis,synth_area,50000,um^2
clocking,clk_transition_reported_paths,0.04,ns
min_path,hold_path_class,"register to register",
placement,placed_cell_area,56800,um^2
placement,port-buffer-count,178,
run_status,violations,"negative setup slack",
logic_synthesis,synth_stat.cells,3477,
global_routing,antenna_found_initial,7,
clocking,clock_latency,0.75,ns
clocking,cts_tree,"done",
setup_path,path_common_cell,"buf_4",
clocking,cts-htree-levels,3,
logic_synthesis,edf_count,1024,
logic_synthesis,ys_seq_share,62.8,%
routing,drtIter0Drc,2285,
run,tool_warnings,1030,
global_routing,grt_pass1_wl,234000,um
clocking,cts_sinks,1056,
logic_synthesis,synthFlopType,"edfxtp_1",
setup_path,max_stage_delay,0.37,ns
clocking,postCtsHoldBufs,0,
finish,design_area,66000,um^2
final_timing,finalMaxSlewViolations,0,
global_routing,grt_start_max_net_pins,94,
setup_path,critPathLaunch,"register[7][13]",
floorplanning,core_area,165000,um^2
global_routing,grt_overflow,0,
finish,lay_top_cells,"inv_1, edfxtp_1, mux2i_1",
pwr,total_leakage_power,0.0284,uW
setup_path,cp.arrival,5.36,ns
setup_path,required,4.96,ns
final_timing,worst_slew_pin_slew,0.823,ns
routing,wire_per_inst,22.7,um
logic_synthesis,synth_cell_type_count,34,
clocking,clock_path_buffers,3,
run,cap_violations,0,
setup_path,path_class,"register to output pin",
pwr,power.density,295,nW/um^2
floorplanning,dieArea,168000,um^2
logic_synthesis,ys.flops,1056,
setup_path,worstPathMaxFanout,2,
routing,remaining_drc_errors,0,
final_timing,finalSetupViolCount,64,
setup_path,cp-start-kind,"register",
setup_path,ff2ff_path_depth,2,
final_timing,maxSlewHeadroom,45.1,%
setup_path,cp-end-kind,"output pin",
finish,final_common_cell,"inv_1",
setup_path,endpoint,"Data2[13]",
final_timing,finalHoldViolCount,0,
finish,fin_cells,7159,
global_routing,grt_usage,20.1,%
floorplanning,dieWidth,410,um
logic_synthesis,ys_async_sr_fraction,0,%
finish,drive_above_1_share,15.2,%
global_routing,grt_pass1_vias,38207,
finish,syn_to_final_growth,32.2,%
floorplanning,std_cell_rows,149,
final_timing,fin_worst_skew,0.0504,ns
clocking,cts_buffers,120,
routing,vias,35741,
setup_path,rrSetupSlack,4.97,ns
finish,fillCellCount,14982,
setup_path,r2r_end,"register[21][4]",
setup_path,crit_chain,"mux2i_1, a22o_1, nor3_1, buf_4, a31oi_1, buf_4, nand3_4, buf_6",
floorplanning,fp_util,30.3,%
routing,final_antenna_net_count,0,
run_status,status,"finished, violations left",
final_timing,rsz0062_at_grt,"yes",
logic_synthesis,syn_inst,3477,
setup_path,reg2reg_from,"writeData[4]",
placement,placed_cells,5916,
floorplanning,die_h,410,um
-- power breakdown --
| part | internal, uW | switching, uW |
|---|---|---|
| clock network | 4940 | 4650 |
| registers | 8010 | 28.6 |
| logic | 703 | 1160 |
-- sequential cells by signal, summed over array words and instances (netlist names) --
name / count
register: 1024
writeData: 32
-- layout make-up --
| class | instances | area, um^2 | area share (%) |
|---|---|---|---|
| clock buffer | 121 | 3030 | 4.58 |
| antenna | 1 | 2.50 | 0.00379 |
| timing repair buffer | 444 | 4840 | 7.32 |
| clock inverter | 1158 | 4890 | 7.41 |
| tap | 2189 | 2740 | 4.15 |
| sequential | 1056 | 31400 | 47.5 |
| multi-input combinational | 2188 | 19100 | 29.0 |
| inverter | 2 | 7.51 | 0.0114 |
-- synth_stat cells, drive strengths merged (64+ instances only) --
library cell | n | area share, %
nor3 | 65 | 0.65
clkbuf | 73 | 0.56
a22oi | 192 | 2.9
a22o | 128 | 2.2
nand3 | 193 | 1.9
a21oi | 192 | 1.9
buf | 188 | 2.7
mux2i | 1025 | 21
nand2 | 207 | 1.6
a31oi | 64 | 0.80
edfxtp | 1024 | 62
-- how the worst min path moves through the flow --
stage | from | end | slack, ns | cells past startpoint
final | writeData[20] | register[26][20] | 0.55 | 0
after global routing | writeData[20] | register[26][20] | 0.60 | 0
after CTS | writeData[20] | register[26][20] | 0.59 | 0
-- worst max-delay path, delay by kind of cell, from the launching register on --
kind | cells | cell delay (ns)
AND/OR/NAND/NOR | 2 | 0.15
multiplexers | 1 | 0.16
flip-flops | 1 | 0.37
AND-OR/OR-AND | 2 | 0.35
buffers and inverters | 3 | 0.50
-- routing by layer --
layer | up-vias | part of all wire, % | wire [um] | global-route usage (%)
li1 | 16493 | - | - | -
met1 | 17281 | 37 | 60400 | 23.7
met2 | 1728 | 44 | 70700 | 27.1
met3 | 225 | 17 | 26900 | 16.3
met4 | 14 | 2.2 | 3640 | 7.29
met5 | - | 0.45 | 736 | 3.28
-- through the flow --
| stage | hold slack [ns] | TNS, ns | utilization [%] | setup WS (ns) | power, uW |
|---|---|---|---|---|---|
| finish | 0.548 | -15.32 | 40.0 | -0.398 | 19500 |
| detailed placement | 0.599 | -136.04 | 34.4 | -0.335 | 10900 |
| global route | 0.599 | -23.62 | 40.0 | -0.494 | 20700 |
| CTS | 0.595 | -19.09 | 39.8 | -0.438 | 19800 |
| floorplan | 0.720 | -53.33 | - | -0.0876 | 9990 |
| global placement | 0.601 | -133.38 | 34.4 | -0.408 | 10900 |
-- logic make-up after synthesis --
| group | synth area share [%] |
|---|---|
| flops | 62.8 |
| mux | 21.3 |
| buf+inv | 3.31 |
| compound gates | 7.98 |
| simple gates | 4.61 |
| other cells | 0.00750 |
-- timing repair --
item | in CTS | in global routing
buffers inserted | 6 | 3
setup endpoints to repair | 69 | 70
pin swaps | 157 | 100
cloned | 0 | 1
resized | 471 | 43
hold endpoints to repair | 0 | 0
No activity file was given, so power comes from the tool's default toggle rates.
