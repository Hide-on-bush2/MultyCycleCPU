### flow/run.sh
#!/bin/bash
# OpenROAD 26Q1-2900-gdf79404cd8, Yosys 0.63+post, stock flow scripts
make -C /OpenROAD-flow-scripts/flow DESIGN_CONFIG=/design/flow/config.mk WORK_HOME=/design/flow/orfs finish
### flow/config.mk
export PLATFORM = sky130hd
export DESIGN_NAME = DataMemory
export DESIGN_NICKNAME = DataMemory
export VERILOG_FILES = /design/flow/design.v
export SDC_FILE = /design/flow/constraint.sdc
export NUM_CORES = 4
export LEC_CHECK = 1
export CORE_UTILIZATION = 30
### flow/constraint.sdc
current_design DataMemory

set clk_period 32.7
set clk_io_pct 0.2

create_clock -name clk0 -period $clk_period [get_ports {CLK}]

set non_clock_inputs [all_inputs -no_clocks]
set_input_delay [expr $clk_period * $clk_io_pct] -clock clk0 $non_clock_inputs
set_output_delay [expr $clk_period * $clk_io_pct] -clock clk0 [all_outputs]
### flow/design.v
module DataMemory(
    input CLK,
    input wire [31:0] DAddr,   
    input wire [31:0] DataIn, 
    input RD,              
    input WR,               
    output wire [31:0] DataOut
);
reg [7:0] Memory [0:127]; 
reg [31:0] DataInR;
wire [31:0] address;
assign address = (DAddr << 2);
always @(negedge CLK) begin
    DataInR = DataIn;
end
assign DataOut[7:0] = (RD == 0) ? Memory[address + 3] : 8'bz; 
assign DataOut[15:8] = (RD == 0) ? Memory[address + 2] : 8'bz;
assign DataOut[23:16] = (RD == 0) ? Memory[address + 1] : 8'bz;
assign DataOut[31:24] = (RD == 0) ? Memory[address] : 8'bz;
always @ (negedge CLK) begin
    if(WR == 0) begin
        Memory[address] <= DataInR[31:24];
        Memory[address + 1] <= DataInR[23:16];
        Memory[address + 2] <= DataInR[15:8];
        Memory[address + 3] <= DataInR[7:0];
    end
end
endmodule
==> job_summary.md <==
## PnR job results

| Metric | Value |
|---|---|
| First-pass GRT wire length | `approximately 140000 um` |
| Relative slew slack | `29.79%` |
| I/O Buffers | `about 70` |
| Largest net degree at the start of global routing | `~80` |
| IO Pins | `approximately 99` |
| Synth Instances | `~1500` |
| Worst skew pair latency | `roughly 700 ps` |
| Share of layout cells above drive strength 1 | `a little over a fifth` |
| DR iter-0 viols | `between 800 and 900` |
| Seq/Total Area, Yosys | `between 70% and 80%` |
| Core Util at FP | `between 30% and 40%` |
| Synthesis Warnings | `5` |
| Root buffer cell | `clkbuf_16` |
| Via total after detailed routing | `slightly above 20000` |
| Worst path arrival time | `approximately 19000 ps` |
| Clock sink count | `1056` |
| RSZ-0062 raised after global routing | `false` |
| Maximum vdd drop | `0.00004293 V` |
| P_leak | `around 20 nW` |
| Critical setup path kind | `flip-flop to output port` |
| Chip Area | `0.1335 sq mm` |
| Area Overhead vs Synth | `27.23%` |
| Die Wd | `~370 um` |
| Run status | `finished, final reports clean` |
| TritonCTS clock tree | `yes` |
| Slew @ Worst Pin | `roughly 1100 ps` |
| Clock transition at path regs | `40 ps` |
| CP Capture Type | `output port` |
| Die Span Y | `approximately 370 um` |
| Ys flops | `approximately 1100` |
| Htree depth | `3` |
| Most used logic cell in the final layout | `inv_1` |
| First-pass DRT Iterations | `5` |
| Fill cell count | `approximately 11000` |
| Power Dens Cells | `66.21 mW/mm^2` |
| Yosys stat area | `0.03961 sq mm` |
| Initial antenna violation count | `2` |
| Critical Path RT | `~26000 ps` |
| Cell Type Count | `19` |
| Reg2reg path depth | `0` |
| Top area cell types | `edfxtp_1 (78%), mux4_2 (17%), dfxtp_1 (1.6%)` |
| Diodes inserted | `0` |
| Hold Crit Class | `flip-flop to flip-flop` |
| Critical R2R Launch | `DataInR[8]` |
| Routed Antenna Nets | `0` |
| Termination of the worst setup path | `DataOut[19]` |
| CP startpoint | `Memory[29][3]` |
| Worst Skew | `25.76 ps` |
| Post-synth design cell area | `0.03961 sq mm` |
| Post-Route Utilization | `roughly 39%` |
| Drt drc | `0` |
| Gr ovfl total | `0` |
| Max cap viols | `0` |
| Routability congestion estimate | `0.7831` |
| Comb gate area | `~0.008 sq mm` |
| Worst reg2reg setup slack | `between 30000 and 40000 ps` |
| CP Launch Type | `flip-flop` |
| Drt total wl | `between 90000 and 100000 um` |
| CTS buffer count | `between 100 and 150` |
| Vias per cell | `between 4 and 5` |
| Number of global-route vias before repair | `24890` |
| Hold buffers post-CTS | `0` |
| Register area | `0.03139 sq mm` |
| Core Rows | `132` |
| Detail Placement HPWL | `around 51000 um` |
| Synth top area share | `between 70 and 80%` |
| Gr usage total | `15.51%` |
| CTS-repair resized insts | `0` |
| Setup Buffers After CTS | `0` |
| Crit-path max FO | `1` |
| Yosys stat cell total | `~1500` |
| Min Hold Slack | `about 700 ps` |
| Avg Synthesized Cell Area | `~26 sq um` |
| Setup TNS | `0 ps` |
| Most frequent cells in the layout | `inv_1 (1082), edfxtp_1 (1024), mux4_2 (307), clkbuf_16 (108), buf_4 (73)` |
| Endpoints failing hold | `0` |
| Final setup fails | `0` |
| Reg-to-reg endpoint | `Memory[22][0]` |
| Area leader, netlist | `edfxtp_1` |
| Slew Viols, Final | `0` |
| Tool warnings | `1055` |
| Clock Path Buffers | `3` |
| Routed wire per std cell | `~20 um` |
| Area of the core | `0.1303 sq mm` |
-- state kept, by name, indices dropped and copies added, names as in the netlist --
signal,flops
DataInR,32
Memory,1024
-- area by class of cell --
type	instances	share of cell area [%]
tap	1742	4.325
multi-input combinational	398	15.95
timing repair buffer	142	2.487
clock buffer	108	5.362
sequential	1056	62.28
clock inverter	1146	9.592
-- power breakdown --
group / switching (mW) / internal, mW / leakage, nW / total [mW]
Clock: 0.811 / 0.892 / 7.42 / 1.70
Combinational: 0.0602 / 0.0588 / 2.94 / 0.119
Sequential: 0.0129 / 1.50 / 9.50 / 1.52
-- Yosys cell counts --
cell	number
buf_1	3
buf_2	20
buf_4	4
buf_6	3
buf_8	1
clkbuf_1	52
dfxtp_1	32
edfxtp_1	1024
inv_1	1
mux2_2	32
mux4_1	13
mux4_2	307
nand2_1	3
nand2b_1	7
nand3_1	1
nor2_1	18
nor3_1	12
nor4_1	4
or2_2	1
-- logic make-up (layout without fill, tap and decap cells) --
kind of cell	Yosys count	count (layout)	share of synthesized area [%]
and+or+nand+nor	46	46	0.5527
muxes	352	352	19.23
buffers and inverters	84	1396	0.9823
DFF	1056	1056	79.24
-- critical path: stages (launching register included) --
cell	delay [ps]
edfxtp_1	350
mux4_2	500
mux4_2	510
mux2_2	370
clkdlybuf4s50_1	470
-- how the worst min path moves through the flow --
| stage | start | end | slack [ps] | cells past startpoint |
|---|---|---|---|---|
| 4_1_cts | DataInR[24] | Memory[72][0] | 710 | 1 |
| 5_1_grt | DataInR[24] | Memory[12][0] | 720 | 1 |
| 6_report | DataInR[24] | Memory[72][0] | 700 | 1 |
-- stage by stage --
stage / setup WS, ps / instance area, sq um / total power, mW / cells
global route: 6808 / 50400 / 3.563 / 4592
CTS: 6862 / 50400 / 3.405 / 4592
floorplan: 5149 / 39610 / 1.789 / 1538
detailed placement: 6869 / 42870 / 1.844 / 3339
global placement: 6960 / 42870 / 1.841 / 3339
finish: 6929 / 50400 / 3.337 / 4592
-- layer usage --
layer | vias up | global-route usage [%] | wire, um
met1 | 9658 | 13.32 | 27770
li1 | 9180 | - | -
met5 | - | 1.198 | 221
met3 | 151 | 18.10 | 20270
met2 | 1552 | 21.11 | 43370
met4 | 8 | 6.169 | 1788
Power figures rest on the tool's default switching activity, not on a simulated workload.
