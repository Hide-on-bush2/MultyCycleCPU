**design/flow/config.mk**
```make
export PLATFORM = sky130hd
export DESIGN_NAME = ALU
export DESIGN_NICKNAME = ALU
export VERILOG_FILES = /design/flow/design.v
export SDC_FILE = /design/flow/constraint.sdc
export NUM_CORES = 4
export LEC_CHECK = 1
export CORE_UTILIZATION = 40
```
**design/flow/constraint.sdc**
```tcl
current_design ALU

set clk_period 24.1
set clk_io_pct 0.2

create_clock -name clk0 -period $clk_period [get_ports {CLK}]

set non_clock_inputs [all_inputs -no_clocks]
set_input_delay [expr $clk_period * $clk_io_pct] -clock clk0 $non_clock_inputs
set_output_delay [expr $clk_period * $clk_io_pct] -clock clk0 [all_outputs]
```
**design/flow/design.v**
```verilog
module ALU(
        input CLK,
        input [31:0] ReadData1,
        input [31:0] ReadData2,
        input [31:0] Ext,
        input [4:0] Sa,
        input [2:0] ALUop,
        input ALUSrcA, ALUSrcB,
        output  zero, 
        output reg [31:0] Result
    );
    reg [31:0] InA;
    reg [31:0] InB;
    always @(negedge CLK) begin
        InA = ALUSrcA ? {{27{1'b0}}, Sa} : ReadData1;
        InB = ALUSrcB ? Ext : ReadData2;
    end
    assign zero = (Result == 0) ? 1 : 0;
    always @(*) begin
        case(ALUop)  
            3'b000 : 
                Result = InA + InB;
            3'b001:
                Result = InA - InB;
            3'b010:
                Result = InB << InA;
            3'b011:
                Result = InA | InB;
            3'b100:
                Result = InA & InB;
            3'b101:
                Result = (InA < InB) ? 1 : 0;
            3'b110: 
                Result = (((InA < InB) && (InA[31] == InB[31])) || 
                    ((InA[31] == 1) && (InB[31] == 0))) ? 1 : 0;
            3'b111:
                Result = InA ^~ InB;
            default:
                Result = 32'h0000;
        endcase
    end
endmodule
```
**design/flow/run.sh**
```bash
#!/bin/bash
# OpenROAD 26Q1-2900-gdf79404cd8, Yosys 0.63+post, stock flow scripts
make -C /OpenROAD-flow-scripts/flow DESIGN_CONFIG=/design/flow/config.mk WORK_HOME=/design/flow/orfs finish
```
==> metrics.yaml <==
status: "finished clean"
vias: 10509
cts_tree: "built"
worst-path-max-fanout: 35
ctsResizeCount: 0
grt_pass1_wl_um: 59420
hold_violations: 0
grt_pass1_vias: 10066
clock_path_buffers: 2
die_h_um: 157.1
ys_cells: 1255
place_inst: 1647
drive_above_1_share_pct: 10.59
die-area_mm2: 0.02468
numSynthFlops: 64
htreeDepth: 3
wl_met2_um: 16190
drt.antenna.violating_nets: 0
synth_cells: 1255
crit_end: "zero"
fp_util_pct: 40.87
pwr_density_cell_mw_per_mm2: 48.99
drtPass1Iterations: 5
top_cell: "nor2_1"
gp_congestion: 0.9959
fin_ws_ns: 1.347
async_flop_share_pct: 0
synth_warnings: 1
synth_seq_share_pct: 13.32
routed.top_layer: "met4"
numCtsBuffers: 9
clk_pin_slew_ns: 0.03
yosys.area.top_type_share_pct: 13.32
cp-startpoint: "InA[2]$_DFF_N_"
grt_usage_pct: 32.81
grt_overflow: 0
wl_met3_um: 3544
final_cells: 1726
wl_met1_um: 17830
die_width_um: 157.1
holdPathStages: 6
io_pins: 140
ys_area_mm2: 0.009622
avgSynthCellArea_um2: 7.667
antenna_found_initial: 0
wl_per_cell_um: 22.31
grt_setup_unrepaired: "no"
tns_ns: 0
place_hpwl_um: 29910
synth-edff-count: 0
setup_viol: 0
area_leaders: "dfxtp_1 (13%), ha_1 (12%), mux4_2 (7.7%), mux2_2 (5.3%), a21oi_1 (4.8%)"
slew_violations: 0
clock-sinks: 64
endpoint_kind: "output pin"
cp-start-kind: "register"
post_cts_buffers: 0
top_cells_by_count: "nor2_1 (120), ha_1 (96), a21oi_1 (93), inv_1 (93), nand2_1 (91)"
layout-area-overhead-vs-synth_pct: 21.03
top_area_cell: "dfxtp_1"
cts_root_buffer: "clkbuf_16"
antennaDiodeCount: 0
coreArea_mm2: 0.02354
max-cap-violations: 0
critPathKind: "register to output pin"
io_buffers: 139
syn_area_mm2: 0.009622
ir_drop_mv: 0.04016
grt_max_degree: 41
ctsHoldBuffers: 0
routed_wl_um: 38510
drc_errors: 0
synthFlopType: "dfxtp_1"
synth_cell_types: 92
p_leak_nw: 5.000
relSlewSlack_pct: 29.29
cp.required_ns: 19.28
worstMarginPinSlew_ns: 1.046
warnings: 153
rows: 56
viasPerCell: 6.089
crit_arrival_ns: 17.93
hold_class: "input pin to output pin"
drt_iter0_drc: 990
pre_cts_slack_ns: 1.876
how the worst min path moves through the flow:
stage / from / endpoint / slack (ns)
CTS: ALUop[2] / Result[26] / 11.08
global route: ALUop[2] / Result[26] / 11.13
finish: ALUop[2] / Result[26] / 11.10
cells by family after synthesis:
group,synth area share (%)
and+or+nand+nor,20.83
DFF,13.32
buffers and inverters,8.712
adders and majority gates,12.90
muxes,16.65
xor gates and xnor gates,0.8193
AOI/OAI and AO/OA,26.78
registers in the layout (all words and copies together), names as in the netlist:
register,count
InA,32
InB,32
cells in the final DEF (no fill, tap or decap), drive strengths merged, types with 33 or more instances in the layout:
| cell | instances |
|---|---|
| mux2 | 46 |
| nor2b | 41 |
| a21oi | 94 |
| mux4 | 33 |
| dfxtp | 64 |
| mux2i | 34 |
| nand2 | 92 |
| nor2 | 120 |
| ha | 96 |
| inv | 172 |
| o21ai | 73 |
| clkdlybuf4s50 | 139 |
power by group:
| group | leakage, nW | internal (mW) | switching, mW |
|---|---|---|---|
| Clock | 0.490 | 0.0954 | 0.0806 |
| Sequential | 0.537 | 0.114 | 0.0138 |
| Combinational | 3.97 | 0.116 | 0.150 |
| Total | 5.00 | 0.326 | 0.244 |
worst max-delay path: stages (launching register included):
cell and delay [ns]:
dfxtp_1 0.29, buf_4 0.41, inv_2 0.29, ha_1 0.49
nor2b_1 0.19, o2111a_1 0.34, nor4_1 0.79, nor2_1 0.20
a221o_1 0.35, a221oi_1 0.38, o2111a_1 0.24, and4b_1 0.26
nand4b_1 0.12, or4_1 0.46, nor3_2 0.18, clkdlybuf4s50_1 0.48
area by class of cell:
type / count / area, µm²
inverters: 104 / 390.4
flip-flops and latches: 64 / 1282
clock buffers: 9 / 225.2
fillers: 2359 / 11900
clock inverters: 71 / 316.6
repair buffers: 157 / 1526
well taps: 319 / 399.1
multi-input cells: 1002 / 7505
layer usage:
layer,vias to the layer above,track usage [%]
met4,0,8.368
met5,-,0
met3,70,6.140
li1,4932,-
met2,572,46.29
met1,4935,51.62
stage by stage:
stage               hold slack, ns  util (%)  power [mW]  cell area (µm²)
CTS                          11.08     49.46      0.5721            11640
floorplan                    9.941         -      0.3085             9622
global route                 11.13     49.46      0.6131            11640
global placement             11.09     47.18      0.4076            11110
detailed placement           11.08     47.18      0.4053            11110
finish                       11.10     49.46      0.5705            11640
Power figures rest on the tool's default switching activity, not on a simulated workload.
